`./config.mk`:
```
export PLATFORM = sky130hd
export DESIGN_NAME = dp_ram
export DESIGN_NICKNAME = dp_ram
export VERILOG_FILES = /design/flow/design.v
export SDC_FILE = /design/flow/constraint.sdc
export NUM_CORES = 4
export LEC_CHECK = 1
export CORE_UTILIZATION = 30
```
`./constraint.sdc`:
```
current_design dp_ram

set clk_period 20.4
set clk_io_pct 0.2

create_clock -name clk0 -period $clk_period [get_ports {clk}]

set non_clock_inputs [all_inputs -no_clocks]
set_input_delay [expr $clk_period * $clk_io_pct] -clock clk0 $non_clock_inputs
set_output_delay [expr $clk_period * $clk_io_pct] -clock clk0 [all_outputs]
```
`./design.v`:
```
module dp_ram #(
    parameter DATA_WIDTH = 8,
    parameter MEM_DEPTH = 256
) (
    input  logic            clk,
	input  logic    [7:0]   din_a,
    input  logic    [7:0]   addr_a,
    input  logic            we_a,
    output logic    [7:0]   dout_a,
    input  logic    [7:0]   din_b,
    input  logic    [7:0]   addr_b,
    input  logic            we_b,
    output logic    [7:0]   dout_b
);
    logic [7:0] mem [0:255];
    always_ff @ (posedge clk) begin
        if (we_a) begin
            mem[addr_a] <= din_a;
        end
        if (we_b) begin
            mem[addr_b] <= din_b;
        end
    end
    always_comb begin
        dout_a = mem[addr_a];
        dout_b = mem[addr_b];
    end    
endmodule
```
`./run.sh`:
```
#!/bin/bash
# OpenROAD 26Q1-2900-gdf79404cd8, Yosys 0.63+post, stock flow scripts
make -C /OpenROAD-flow-scripts/flow DESIGN_CONFIG=/design/flow/config.mk WORK_HOME=/design/flow/orfs finish
```
==> reports/qor.yml <==
worstPathRequired_ns: 16.32
coreArea_mm2: 0.401
dpl.hpwl_mm: 285
violations: "max-capacitance violations, max-slew violations"
crit_arrival_ns: 10.34
status: "complete, but fails checks"
yosysTopAreaCell: "edfxtp_1"
cts_setup_buffers: 0
top_cell_area_share_pct: 50.8
tns_ns: 0
synth_warnings: 1
antenna_found_initial: 18
synth-edff-count: 2048
max_freq_mhz: 69.3
synth_area_mm2: 0.121
dp_cells: 12400
grt_pass1_vias: 83700
async_flop_share_pct: 0
totalPowerFinal_w: 0.00982
path_class: "in2out"
io_buffer_count: 50
cts_buffer_depth: 4
die-area_mm2: 0.406
wl_per_cell_um: 34.7
ys_types: 34
cellPowerDensity_mw_per_mm2: 72.4
path_max_fanout: 68
largest_register_ffs: 2048
cts_max_level: 4
viasPerCell: 6.04
clkTransAtPathRegs_ns: 0.06
grt_max_degree: 98
warnings: 26
ys_area_mm2: 0.121
synthFlopType: "edfxtp_1"
worstMarginPinSlew_ns: 1.59
synthCells: 7569
setup_violations: 0
whs_path_depth: 2
p_leak_nw: 41.1
hold_viol: 0
die_w_um: 637
post-place-ws_ns: 6.25
syn_avg_cell_area_um2: 16.0
area_leaders: "edfxtp_1, mux4_2, mux2_2"
cts_buffers: 224
die_h_um: 637
ant_nets: 0
fp_util_pct: 30.2
peakVddDrop_uv: 66.4
max-cap-violations: 1
ys_ff: 2048
grt_pass1_wl_mm: 634
first_iter_violations: 6462
cts_resized: 0
synth_top_cell_by_count: "edfxtp_1"
finalCriticalPeriod_ns: 14.42
grt.total_usage_pct: 23.1
wl_mm: 446
gp_congestion: 1.01
cts_tree: "yes"
cts_hold_buf: 0
reg_top3: "mem (2048)"
fin_cells: 12900
yosysCellCount: 7569
finalWorstSetupSlack_ns: 5.98
area.growth.synth_to_final_pct: 11.9
rsz0062_at_grt: "false"
endpoint_kind: "output port"
layout-drive-gt1-share_pct: 54.4
crit_path_start_kind: "input port"
synth_seq_share_pct: 50.8
drc: 0
overflow: 0
num_rows: 232
io_pins: 51
slew_viol_final: 2
common_cells: "edfxtp_1, mux2_2, mux4_2"
holdCritPathClass: "in2reg"
cts_sinks: 2048
cts_root_buf: "clkbuf_16"
relSlewSlack_pct: -7.32
dr.pass1.iters: 7
fin_crit_sh_pct: 70.7
regMostFlops: "mem"
vias: 77700
[stage by stage]
step	instance area (um2)	hold WS (ns)	util, %
2_1_floorplan	121000	4.57	-
3_3_place_gp	128000	4.67	32.0
3_5_place_dp	128000	4.67	32.1
4_1_cts	135000	3.71	33.8
5_1_grt	136000	3.75	33.8
6_report	136000	3.75	33.8
[worst max-delay path, cell delays in order]
cell and delay, ns:
buf_8 0.49, buf_12 0.51, buf_4 0.64, buf_4 0.59
mux4_2 0.57, a22oi_1 0.51, a21oi_1 0.20, o41ai_1 1.34
buf_4 0.31, nand4_1 0.31, clkdlybuf4s50_1 0.56
[layout make-up]
cell class | count | area [um2]
clock inverters | 134 | 1250
well taps | 5265 | 6590
flip-flops and latches | 2048 | 61500
fillers | 37600 | 265000
repair buffers | 541 | 4430
clock buffers | 264 | 5800
multi-input cells | 4573 | 55900
diodes | 32 | 80.1
[report_power, final]
group | internal, W | switching (W)
clock network | 0.00229 | 0.00176
registers | 0.00465 | 0.00000846
logic | 0.000435 | 0.000676
[worst paths after layout]
check / from / to / slack, ns
max: addr_b[0] / dout_b[0] / 5.98
min: din_a[5] / mem[248][5] / 3.75
[per-layer routing]
metal | vias to the layer above | global-route usage [%] | wire (um)
met5 | - | 2.03 | 1030
met4 | 32 | 10.6 | 25900
met3 | 1049 | 16.3 | 73700
met2 | 5583 | 33.3 | 200000
met1 | 39900 | 25.9 | 145000
li1 | 31100 | - | -
[cell families (layout without fill, tap and decap cells)]
kind of cell | Yosys count | count (layout) | share of synthesized area [%]
AOI/OAI and AO/OA | 1088 | 1088 | 5.95
buffers and inverters | 948 | 939 | 3.31
DFF | 2048 | 2048 | 50.8
muxes | 3072 | 3072 | 38.1
other | 0 | 32 | 0
and+or+nand+nor | 413 | 413 | 1.86
[cell usage in the layout, fill, tap and decap left out, drive strengths merged]
master         instances
nand2b                 8
nor2b                 16
a21oi                256
clkdlybuf4s50         30
inv                    3
nor2                 182
nor3                   5
or2                    4
clkbuf               265
o22ai                160
buf                  510
nand3                 13
diode                 32
and2                   7
or3b                   1
o21ai                 96
nand4                 16
and3                   2
mux4                1024
a22oi                512
mux2                2048
and3b                  1
o41ai                 64
clkinvlp               4
bufinv                22
clkinv               105
nand2                153
nor3b                  4
edfxtp              2048
nor4                   1
