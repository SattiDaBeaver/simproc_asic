--- ./config.mk ---
export PLATFORM = sky130hd
export DESIGN_NAME = UART_wrapper
export DESIGN_NICKNAME = UART_wrapper
export VERILOG_FILES = /design/flow/design.v
export SDC_FILE = /design/flow/constraint.sdc
export NUM_CORES = 4
export LEC_CHECK = 1
export CORE_UTILIZATION = 30
--- ./constraint.sdc ---
current_design UART_wrapper

set clk_period 7.3
set clk_io_pct 0.2

create_clock -name clk0 -period $clk_period [get_ports {clk}]

set non_clock_inputs [all_inputs -no_clocks]
set_input_delay [expr $clk_period * $clk_io_pct] -clock clk0 $non_clock_inputs
set_output_delay [expr $clk_period * $clk_io_pct] -clock clk0 [all_outputs]
--- ./design.v ---
module UART_wrapper #(
    parameter CLK_BITS     = 8,  
    parameter DATA_WIDTH   = 8,
    parameter PARITY_BITS  = 0,
    parameter STOP_BITS    = 1
) (
    input  logic                    clk,
    input  logic                    rst,
    input  logic   [CLK_BITS-1:0]   clk_per_bit,
    input  logic   [DATA_WIDTH-1:0] TX_dataIn,
    input  logic                    TX_en,
    input  logic                    RX_dataIn,
    output logic                    TX_out,
    output logic                    TX_done,
    output logic                    TX_busy,
    output logic   [DATA_WIDTH-1:0] RX_dataOut,
    output logic                    RX_done,
    output logic                    RX_parityError
);
    UART_TX #(
        .CLK_BITS(CLK_BITS),
        .DATA_WIDTH(DATA_WIDTH),
        .PARITY_BITS(PARITY_BITS),
        .STOP_BITS(STOP_BITS)
        ) 
        UART_TX1 ( 
        .clk(clk),
        .rst(rst),
        .clk_per_bit(clk_per_bit),
        .dataIn(TX_dataIn),
        .TXen(TX_en),
        .TXout(TX_out),
        .TXdone(TX_done),
        .busy(TX_busy)
    );
    UART_RX #(
        .CLK_BITS(CLK_BITS),
        .DATA_WIDTH(DATA_WIDTH),
        .PARITY_BITS(PARITY_BITS),
        .STOP_BITS(STOP_BITS)
        )
        UART_RX1 (
        .clk(clk),
        .rst(rst),
        .clk_per_bit(clk_per_bit),
        .dataIn(RX_dataIn),
        .RXout(RX_dataOut),
        .RXdone(RX_done),
        .parityError(RX_parityError)
    );
endmodule
module UART_RX #(
    parameter CLK_BITS = 8,    
    parameter DATA_WIDTH = 8,
    parameter STOP_BITS = 2,   
    parameter PARITY_BITS = 1,
    parameter PACKET_SIZE = DATA_WIDTH + STOP_BITS + PARITY_BITS + 1
) ( 
    input  logic                                clk,
    input  logic                                rst,
    input  logic    [CLK_BITS - 1 : 0]          clk_per_bit,
    input  logic                                dataIn,
    output logic    [DATA_WIDTH - 1 : 0]         RXout,
    output logic                                RXdone,
    output logic                                parityError
);
    localparam indexBits = $clog2(PACKET_SIZE);
    logic   [indexBits - 1 : 0]     index;
    logic   [CLK_BITS - 1 : 0]      clkCount;
    logic                           regInMeta;
    logic                           regIn;
    logic                           parity;
    logic    [DATA_WIDTH - 1 : 0]    dataOut;
    logic                           dataDone;
    always_ff @(posedge clk) begin
        regInMeta <= dataIn;
        regIn <= regInMeta;
    end
    typedef enum logic [1:0] {
        IDLE,
        START,
        RECEIVE,
        DONE
    } 
    state_t;
    state_t state;
    always_ff @(posedge clk) begin
        if (rst) begin
            dataOut <= 0;
            state <= IDLE;
            index <= 1'b0;
            clkCount <= 0;
            dataDone <= 0;
        end
        else begin
            case (state)
                IDLE: begin
                    clkCount <= 0;
                    index <= 0;
                    dataOut <= 0;
                    dataDone <= 0;
                    if (regIn == 1'b0) begin     
                        state <= START;
                    end
                    else begin
                        state <= IDLE;
                    end
                end
                START: begin
                    if (clkCount == ((clk_per_bit - 1) >> 1)) begin
                        clkCount <= 0;
                        state <= RECEIVE;
                    end
                    else begin
                        clkCount <= clkCount + 1;
                        state <= START;
                    end
                end
                RECEIVE: begin
                    if (clkCount < clk_per_bit - 1) begin
                        clkCount <= clkCount + 1;
                        state <= RECEIVE;
                    end
                    else begin
                        clkCount <= 0;
                        if (index < DATA_WIDTH) begin
                            dataOut[index] <= regIn;
                            index <= index + 1;
                            state <= RECEIVE;
                        end
                        else if (index == DATA_WIDTH && PARITY_BITS > 0) begin
                            parity <= regIn;
                            state <= DONE;
                        end
                        else begin
                            state <= DONE;
                        end
                    end
                end
                DONE: begin
                    if (clkCount < clk_per_bit - 1) begin
                        clkCount <= clkCount + 1;
                        state <= DONE;
                    end
                    else begin
                        clkCount <= 0;
                        state <= IDLE;
                        dataDone <= 1'b1;
                        index <= 0;
                        RXout <= dataOut;
                    end
                end
                default: begin
                    state <= IDLE;
                end
            endcase
        end 
    end
    always_comb begin
        RXdone = dataDone;
        if (PARITY_BITS > 0) begin
            parityError = (^RXout) ^ parity;
        end
        else begin
            parityError = 0;
        end
    end
endmodule
module UART_TX #(
    parameter CLK_BITS = 8,          
    parameter DATA_WIDTH = 8,
    parameter STOP_BITS = 1,         
    parameter PARITY_BITS = 1,       
    parameter PACKET_SIZE = DATA_WIDTH + STOP_BITS + PARITY_BITS + 1 
) ( 
    input  logic                                clk,
    input  logic                                rst,
    input  logic      [CLK_BITS - 1 : 0]        clk_per_bit,
    input  logic      [DATA_WIDTH - 1 : 0]      dataIn,
    input  logic                                TXen,
    output logic                                TXout,
    output logic                                TXdone,
    output logic                                busy
);
    localparam indexBits = $clog2(PACKET_SIZE);
    logic   [PACKET_SIZE - 1 : 0]       packet;
    logic                               parityBit;
    logic   [indexBits - 1 : 0]         index;
    logic   [CLK_BITS - 1 : 0]          clkCount;
    typedef enum logic [1:0] {
        IDLE,
        TRANSMIT,
        DONE
    } 
    state_t;
    state_t state;
    always_comb begin
        parityBit = ^dataIn;     
    end
    always_ff @(posedge clk) begin
        if (rst) begin
            TXout       <= 1'b1;
            state       <= IDLE;
            busy        <= 1'b0;
            index       <= 1'b0;
            clkCount    <= 0;
            TXdone      <= 0;
        end
        else begin
            case (state)
                IDLE: begin
                    TXout       <= 1'b1;
                    index       <= 1'b0;
                    clkCount    <= 0;
                    TXdone      <= 0;
                    if (TXen) begin
                        if (PARITY_BITS > 0) begin
                            packet <= {{STOP_BITS{1'b1}}, parityBit, dataIn, 1'b0};
                        end 
                        else begin
                            packet <= {{STOP_BITS{1'b1}}, dataIn, 1'b0};
                        end
                        busy <= 1'b1;
                        state <= TRANSMIT;
                    end
                    else begin
                        state <= IDLE;
                    end
                end
                TRANSMIT: begin
                    TXout <= packet[index];
                    if (clkCount < clk_per_bit - 1) begin
                        clkCount <= clkCount + 1;
                        state <= TRANSMIT;
                    end
                    else begin
                        clkCount <= 0;
                        if (index == PACKET_SIZE - 1) begin
                            state <= DONE;
                        end
                        else begin
                            index <= index + 1;
                            state <= TRANSMIT;
                        end
                    end
                end
                DONE: begin
                    state       <= IDLE;
                    busy        <= 1'b0;
                    TXdone      <= 1'b1;
                    index       <= 1'b0;
                    clkCount    <= 0;
                end
                default: begin
                    state <= IDLE;
                end
            endcase
        end 
    end
endmodule
--- ./run.sh ---
#!/bin/bash
# OpenROAD 26Q1-2900-gdf79404cd8, Yosys 0.63+post, stock flow scripts
make -C /OpenROAD-flow-scripts/flow DESIGN_CONFIG=/design/flow/config.mk WORK_HOME=/design/flow/orfs finish
==> deck_impl_summary.md <==
Physical Implementation Snapshot

Critical path
  – CP cell instances: clkdlybuf4s50_1, inv_1, ha_1, nor3b_1, xnor2_1, ha_1, nand2_1, a21oi_1, a211o_1, maj3_1, o21ai_2, nand3_2, nor3b_1, a21o_1
  – Arr. time, crit path: ~4.8 ns
  – Critical Path Source Type: input port
  – CP Data Required Time: between 7 and 8 ns
  – Critical path class: input port to flip-flop
  – Slowest stage cell, crit path: clkdlybuf4s50_1
  – CP max FO: 10
  – Crit path max-delay family: adder cells
  – Worst setup EP type: flip-flop
  – Worst path bufs/invs: 2
  – Crit-path max cell delay: 0.56 ns

Synth
  – Yosys top cell area share: 27.01%
  – Ys cells: between 300 and 400
  – Chip Area, Yosys: around 0.0033 mm^2
  – Top cells by area: dfxtp_1 (27%), edfxtp_1 (14%), ha_1 (6.4%)
  – Logic family by area: simple AND/OR/NAND/NOR gates
  – Commonest cells post-synth: dfxtp_1 (45), nand2_1 (32), nor2_1 (28), a21oi_1 (23), ha_1 (17)
  – EDFF count, synth: 16
  – YS warnings: 2
  – Adder Share, Synth: 6.677%
  – Mux area share: under 10%
  – Synthesized cell area: 0.003336 mm^2
  – Most common cell in the netlist: dfxtp_1
  – Syn avg cell area: around 9.2 um^2
  – Mapped Cells: approximately 360
  – XOR/XNOR Area Share: ~6%
  – Flops out of synthesis: around 60
  – Yosys cell types: 64
  – Synth Seq Share: between 40% and 50%
  – Synth Area in Simple Gates: ~22%
  – Synth async-reset ratio: 0%
  – Post-synthesis compound-gate area fraction: a little under a fifth
  – Post-synth top area cell: dfxtp_1
  – Main flop type: dfxtp_1

GRT
  – Vias in the first global route: about 2,400
  – First-pass GRT wire length: between 10,000 and 15,000 um
  – GRT Total Usage: between 10% and 20%
  – Initial antenna violation count: 0
  – Largest net degree at the start of global routing: 39
  – Congestion Overflow GR: 0

Clock tree
  – Setup bufs post-CTS: 0
  – Clk buf depth: 2
  – CTS Hold Bufs: 0
  – Inserted Clock Buffers: 9
  – CTS H-Tree Depth: 3
  – CTS Sinks: just over 60
  – TritonCTS clock tree: built
  – Late-Pin Clk Latency: between 0.3 and 0.4 ns
  – Clock Tree Root: clkbuf_8
  – Reg clk slew, reported paths: around 0.070 ns
  – Post-CTS Resized: 0

Timing
  – Worst Skew: approximately 0.015 ns
  – RSZ-0062 raised after global routing: no
  – Final Hold Fails: 0
  – Worst hold margin: between 0.3 and 0.4 ns
  – Max Clock Freq: ~220 MHz
  – Slew Limit Fails: 0
  – Final setup fails: 0
  – Final period util: about three fifths
  – Slew @ Worst Pin: between 0.6 and 0.7 ns
  – Minimum clock period: roughly 4.5 ns
  – Final setup TNS: 0 ns
  – Max-slew headroom: between 50% and 60%

Drt
  – 1st-iter DRT viols: a little over 80
  – DR DRC count: 0
  – First-pass DRT Iterations: 4
  – Via count: approximately 2,600
  – Wire per inst: between 10 and 15 um
  – Ant diodes: 0
  – Post-route ant nets: 0
  – Via/cell ratio: 4.959
  – Routed WL: between 6000 and 7000 um

Power
  – Pleak: roughly 0.0014 uW
  – Worst vdd ir: about 0.092 mV
  – PwrDens: roughly 180 mW/mm^2
  – Total power: 692.1 uW

Floorplanning
  – Rows: 38
  – Core ar.: roughly 0.011 mm^2
  – Die Area: between 0.01 and 0.015 mm^2
  – Initial core utilization: 30.77%
  – Die W: 107.4 um
  – Die H: between 100 and 150 um
  – # IOs: 33

Layout
  – Layout cell share with drive strength beyond 1: 7.868%
  – Final Util: 36.33%
  – Area Growth Syn to Fin: 18.08%

Placed design
  – GPL Wtd Cong: 0.8557
  – I/O Buffers: 31
  – DPL Wire Length: about 4700 um

Run status
  – Status: complete, no violations

Job
  – Log Warnings: 29
  – Max-capacitance violation count: 0

Worst hold path
  – Tightest Hold Check Type: flip-flop to flip-flop
-- metal layers --
| metal | track usage (%) | vias up | part of all wire (%) | routed length (um) |
|---|---|---|---|---|
| met5 | 0 | - | 0 | 0 |
| met4 | 0.9785 | 0 | 0.51 | 33 |
| met3 | 2.654 | 2 | 3.9 | 254 |
| met2 | 19.72 | 46 | 46 | 2978 |
| met1 | 18.41 | 1219 | 50 | 3227 |
| li1 | - | 1381 | - | - |
-- power breakdown --
| group | leakage (uW) | internal (uW) | switching [uW] |
|---|---|---|---|
| sequential | 0.000523 | 352 | 6.18 |
| combinational | 0.000789 | 26.6 | 28.0 |
| clock | 0.0000911 | 154 | 126 |
-- cells by family (layout without fill, tap and decap cells) --
group | count (synthesis) | after routing
simple gates | 139 | 139
compound gates | 87 | 87
flops | 61 | 61
buf+inv | 28 | 59
xor+xnor | 22 | 22
fa+ha+maj | 18 | 18
mux | 7 | 7
other cells | 1 | 1
-- layout make-up --
cell class,instances,area (um^2)
flip-flops and latches,61,1381
clock inverters,6,55.05
well taps,140,175.2
multi-input cells,274,1841
fillers,1088,6902
repair buffers,32,317.8
clock buffers,10,127.6
inverters,11,41.29
-- final timing paths --
kind	start	endpoint	slack, ns	cells after the start
worst min register to register	UART_RX1.regInMeta	UART_RX1.regIn	0.33	0
worst max-delay path	clk_per_bit[0]	UART_TX1.clkCount[2]	2.78	14
worst min-delay path	UART_RX1.regInMeta	UART_RX1.regIn	0.33	0
worst max register to register	UART_RX1.clkCount[2]	UART_RX1.dataOut[3]	4.65	9
-- stage by stage --
step	std cells	instance area [um^2]	setup slack [ns]
6_report	534	3939	2.782
5_1_grt	534	3939	2.492
4_1_cts	534	3939	2.818
3_5_place_dp	518	3756	2.488
3_3_place_gp	518	3756	2.585
2_1_floorplan	363	3336	3.464
-- registers in the layout, indices dropped and copies added, names as in the netlist, 3 cells and up --
name	flops
UART_TX1.state	3
UART_TX1.clkCount	8
UART_TX1.index	4
UART_RX1.RXout	8
UART_RX1.dataOut	8
UART_RX1.index	4
UART_RX1.clkCount	8
UART_RX1.state	4
UART_TX1.packet	8
-- cells in the final DEF, fill, tap and decap left out, types with 4 or more instances in the layout --
cell type        Yosys  final
dfxtp_1             45     45
nand2_1             32     32
clkdlybuf4s50_1      0     31
nor2_1              28     28
a21oi_1             23     23
ha_1                17     17
edfxtp_1            16     16
nor3_1              16     16
nand3_1             16     16
xnor2_1             13     13
o21ai_0             12     12
inv_1               11     11
clkbuf_8             0      9
xor2_1               8      8
nor3b_1              7      7
nand3b_1             6      6
nand2b_1             6      6
a211o_1              5      5
a21o_1               5      5
o311ai_0             5      5
or2_2                4      4
and3_1               4      4
mux2i_1              4      4
o31ai_1              4      4
Power and IR drop assume default switching activity.
