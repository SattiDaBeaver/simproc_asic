===== flow/config.mk =====
export PLATFORM = sky130hd
export DESIGN_NAME = register_file
export DESIGN_NICKNAME = register_file
export VERILOG_FILES = /design/flow/design.v
export SDC_FILE = /design/flow/constraint.sdc
export NUM_CORES = 4
export LEC_CHECK = 1
export CORE_UTILIZATION = 30

===== flow/constraint.sdc =====
current_design register_file

set clk_period 2.5
set clk_io_pct 0.2

create_clock -name clk0 -period $clk_period [get_ports {clk}]

set non_clock_inputs [all_inputs -no_clocks]
set_input_delay [expr $clk_period * $clk_io_pct] -clock clk0 $non_clock_inputs
set_output_delay [expr $clk_period * $clk_io_pct] -clock clk0 [all_outputs]

===== flow/design.v =====
module register_file (
	input  logic            clk,
    input  logic            rst,
	input  logic            RFWrite,
	input  logic    [1:0]   regA,
	input  logic    [1:0]   regB,
	input  logic    [1:0]   regW,
	input  logic    [7:0]   dataW,
	output logic    [7:0]   dataA,
	output logic    [7:0]   dataB
);
    logic [7:0] rf[0:3];
	always_ff @ (posedge clk) begin
        if (rst) begin
            rf[0] <= 8'b0;
            rf[1] <= 8'b0;
            rf[2] <= 8'b0;
            rf[3] <= 8'b0;
        end
		else if (RFWrite) begin
            rf[regW] <= dataW;
		end
	end
	always_comb begin
        dataA = rf[regA];
        dataB = rf[regB];
    end
endmodule

===== flow/run.sh =====
#!/bin/bash
# OpenROAD 26Q1-2900-gdf79404cd8, Yosys 0.63+post, stock flow scripts
make -C /OpenROAD-flow-scripts/flow DESIGN_CONFIG=/design/flow/config.mk WORK_HOME=/design/flow/orfs finish

==> reports/highlights.md <==
### GRT
- number of antenna violations at the first check in global routing: 0
- total global routing track utilization: 0.1321
- pin count of the biggest net entering global routing: 10
- wire length of the first global-routing pass: 5395 um
- number of global-route vias before repair: 1019
- aggregate global routing overflow: 0

### Drt
- antenna cells: 0
- mean routed wirelength per cell: 16.05 um
- Detailed Route Iter0 Violations: 18
- Routed WL: 3306 um
- number of design rule violations left after detail routing: 0
- number of nets with antenna violations after detailed routing: 0
- via total after detailed routing: 957
- number of iterations in the first detailed-routing pass: 4
- average via count per standard cell: 4.646

### Clock network
- Bufs on Longest Clock Path: 2
- clock-pin slew of the registers on the worst-case setup and hold paths: 60 ps
- Root Driver: clkbuf_8
- clock tree from TritonCTS: done
- clk sinks: 32
- number of H-tree levels: 2
- CTS Hold Bufs: 0
- number of clock buffers inserted by TritonCTS: 5
- total setup buffers inserted after CTS: 0

### Finish
- Largest regs: rf (32)
- max FFs per register: 32
- final standard cell area without fillers: 2220 sq um
- largest reg by FF count: rf
- synthesis-to-layout area growth: 32.78%
- share of the core filled with cells in the final layout: 0.4238
- share of final-layout standard cells stronger than drive strength 1: 0.3015

### Power and ir drop
- clock group share of total power: 0.289
- switching share of total power: 0.2001
- combinational fraction of design power: 0.177
- worst vdd ir: 0.2764 mV
- ratio of total power to cell area: 550.6 nW/um^2
- reported net switching power: 0.0002445 W
- share of total power in sequential cells: 0.534
- internal power summed over all cells: 0.0009777 W
- leakage component of the power: 0.7718 nW

### Setup path
- chain of cells forming the critical path: clkdlybuf4s50_1, buf_12, mux4_2, clkdlybuf4s50_1
- crit path DRT: 2000 ps
- endpoint type of the worst setup path: output pin
- critical path class: input pin to output pin
- delay of the slowest critical-path stage: 510 ps
- standard cell with the maximum stage delay on the critical path: clkdlybuf4s50_1
- Crit path top cell by count: clkdlybuf4s50_1
- Worst setup SP type: input pin
- arrival time worst endpoint: 1880 ps
- CP max FO: 8

### Placed design
- port buffer count: 32
- post-placement cell area: 2142 sq um
- last weighted congestion value of the routability-driven placer: 0.7766
- DP HPWL: 2296 um

### Timing
- relative max-transition margin: 0.6438
- final cycle utilization of the critical path: 0.9522
- WHS: 944.1 ps
- Final setup violation count: 0
- actual slew at the worst max-slew pin: 532.1 ps
- time the worst path needs with I/O delays and setup: 2380 ps
- Final Max Slew Viols: 0
- final hold violation count: 0
- Peak Freq: 420.1 MHz
- RSZ-0062 raised after global routing: no

### Yosys
- cell area after technology mapping: 1672 sq um
- register area share after synthesis: 0.5749
- synthesized instance count: 94
- synthesized chip area reported by yosys: 1672 sq um
- number of storage elements in the synthesis netlist: 32
- average size of a mapped cell: 17.78 sq um
- cell count listed in synth_stat.txt: 94
- top cells, area: edfxtp_1, mux4_2, and2_1
- Yosys warning count: 1
- number of distinct library cells after synthesis: 13
- post-synthesis cell type with the largest combined area: edfxtp_1
- Max-area cell share: 0.5749

### Floorplanning
- area of the die: 5874 sq um
- placement row count: 26
- Horiz. Die Dim: 76.65 um
- die height: 76.65 um
- FP Core Util: 0.3192
- IO Count: 33
- Core Area: 5238 sq um

### Job
- Max Cap Viol: 0
- tool warnings: 25

### Hold path
- Worst Hold Path Cells: 2
- min-delay worst type: input pin to flip-flop

### Run status
- outcome: finished clean

## cells by family (layout without fill, tap and decap cells)
group | Yosys count | after routing | synth area share
DFF | 32 | 32 | 0.5748
and+or+nand+nor | 37 | 37 | 0.1684
buffers and inverters | 5 | 47 | 0.02170
muxes | 16 | 16 | 0.2156
AOI/OAI and AO/OA | 4 | 4 | 0.01946
## final timing paths
kind	startpoint	endpoint	slack [ps]
setup / recovery	regB[1]	dataB[7]	120
hold / removal	dataW[1]	rf[3][1]	940
## layout by cell type (no fill, tap or decap), drive strengths merged
cell type and instances:
edfxtp 32, and2 32, clkdlybuf4s50 30, mux4 16, clkbuf 7, buf 6, o21bai 2, a31o 2
and4bb 2, dlygate4sd2 2, and2b 1, nand2b 1, inv 1, nor4b 1, clkinv 1
## synth_stat cells
cell type	number
and2_1	24
edfxtp_1	32
and2_2	8
nand2b_1	1
buf_6	2
clkbuf_2	2
and4bb_4	2
mux4_2	16
a31o_2	2
inv_1	1
o21bai_1	2
and2b_2	1
nor4b_4	1
## per-stage QoR
step	total power [W]	std cells	setup TNS (ps)	worst slack (ps)
floorplan	0.0007463	94	0	906.5
global placement	0.0008789	198	-1346	-105.9
detailed placement	0.0008844	198	-1368	-110.4
CTS	0.001239	206	0	109.5
global route	0.001279	206	0	59.75
finish	0.001222	206	0	119.6
## metal layers
layer,vias to the layer above,GRT usage,part of all wire
li1,455,-,-
met1,449,0.1817,0.40
met2,49,0.2054,0.49
met3,4,0.06691,0.099
met4,0,0.01346,0.0082
met5,-,0,0
## area by class of cell
class	count	area [sq um]
Clock buffer	7	76.32
Clock inverter	1	3.754
Fill cell	455	3018
Inverter	1	3.754
Multi-Input combinational cell	57	674.4
Sequential cell	32	960.9
Tap cell	70	87.58
Timing Repair Buffer	38	412.9
## worst max-delay path: cells and delay by family
kind	cells	cell delay (ps)
buffers and inverters	3	1070
multiplexers	1	310
## power groups by stage
stage / Combinational (W) / Clock [W] / Sequential (W)
6_report: 0.000216 / 0.000353 / 0.000652
5_1_grt: 0.000234 / 0.000386 / 0.000658
4_1_cts: 0.000221 / 0.000365 / 0.000653
## timing repair
item,4_1_cts,5_1_grt
setup endpoints to repair,16,0
gates resized,2,0
hold endpoints to repair,0,0
Power figures rest on the tool's default switching activity, not on a simulated workload.
